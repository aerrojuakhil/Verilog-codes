File: ./config.mk
export PLATFORM = sky130hd
export DESIGN_NAME = bcdadder
export DESIGN_NICKNAME = bcdadder
export VERILOG_FILES = /design/flow/design.v
export SDC_FILE = /design/flow/constraint.sdc
export NUM_CORES = 4
export LEC_CHECK = 1
export CORE_AREA = 10 10 70 70
export DIE_AREA = 0 0 80 80
File: ./constraint.sdc
current_design bcdadder

set clk_period 4.9
set clk_io_pct 0.2

create_clock -name clk0 -period $clk_period

set non_clock_inputs [all_inputs -no_clocks]
set_input_delay [expr $clk_period * $clk_io_pct] -clock clk0 $non_clock_inputs
set_output_delay [expr $clk_period * $clk_io_pct] -clock clk0 [all_outputs]
File: ./design.v
module bcdadder(sum,cout,a,b,cin);
    input [3:0]a,b;
    input cin;
    output [3:0]sum;
    output cout;
    reg [4:0]sum_temp;
    reg [3:0]sum;
    reg cout;
    always@(a,b,cin)
    begin
        sum_temp = a+b+cin;
        if(sum_temp>9)
        begin
            sum_temp = sum_temp + 6;
            cout=1;
            sum = sum_temp[3:0];
        end
        else
        begin
            cout=0;
            sum = sum_temp[3:0];
        end
    end
endmodule
File: ./run.sh
#!/bin/bash
# OpenROAD 26Q1-2900-gdf79404cd8, Yosys 0.63+post, stock flow scripts
make -C /OpenROAD-flow-scripts/flow DESIGN_CONFIG=/design/flow/config.mk WORK_HOME=/design/flow/orfs finish
==> impl_metrics.yaml <==
# synthesis and place-and-route metrics
status:
  status: "completed"
drt:
  dr_total_vias: 224
  drc_errors: 0
  ant_nets: 0
  post_drt_wl_per_cell_um: 8.33
  dr.pass1.iters: 2
  drt_iter0_markers: 3
  vias_per_cell: 2.64
  drt_wl_total_um: 708
  n_antenna_cell: 0
pwr:
  combPwrFrac: 1.000
  p_sw_w: 0.0000268
  p_clk_frac: 0
  p_int_w: 0.0000486
  finalPower_w: 0.0000754
  p_per_area_nw_per_um2: 167
  irDropWorstVdd_uv: 36.1
  p_leak_nw: 0.187
  switching_share: 0.355
  seq_power_share: 0
worst_setup_path:
  worstSetupPathType: "input port to output pin"
  cp.required_ns: 3.92
  startpoint_type: "input port"
  worst_path_largest_cell_delay_ns: 0.52
  critPathMaxFanout: 3
  critPathTopFamily: "adder cells"
  end_kind: "output pin"
  startpoint: "cin"
  path_cells: "clkdlybuf4s50_1 > fa_2 > fa_2 > inv_1 > ha_1 > a31o_1 > o31ai_4 > buf_4 > clkdlybuf4s50_1"
  crit_slowest_cell: "fa_2"
  path_buffers: 4
  arrival_ns: 3.77
hold_path:
  hold_start: "b[3]"
  hold_class: "input port to output pin"
  holdPathStages: 6
  min_to: "sum[1]"
layout:
  fillers: 393
  fin_cells: 85
  mostFrequentLayoutCell: "clkdlybuf4s50_1"
  clkbuf_count: 0
  area_growth_pct: 113
  drive_gt1_frac: 0.205
  final_cell_mix: "12 x clkdlybuf4s50_1, 4 x ha_1, 3 x a21oi_1, 3 x buf_4"
  finalInstanceArea_sq_um: 450
  layout.area.comb_sq_um: 218
  seq_area_sq_um: 0
  design.seq.count: 0
die:
  die_h_um: 80
  coreArea_sq_um: 3420
  die_w_um: 80
  chip_area_sq_um: 6400
  num_io_pins: 14
  fp_util: 0.0619
  rows: 21
grt:
  top_usage_layer: "met1"
  grt_pass1_vias: 235
  grt.met3_usage: 0.0182
  grt.total_usage: 0.0206
  grt_pass1_wl_um: 1090
  grt_util_met2: 0.0249
  grt_max_degree: 5
  overflow: 0
  antenna_found_initial: 0
  use_met1: 0.0278
logic_synthesis:
  synth_area_sq_um: 211
  ys_types: 14
  ys_area_sq_um: 211
  postSynthSeqShare: 0
  syn_inst: 22
  ys_warn_count: 1
  ys_cells: 22
  synth_area_per_cell_sq_um: 9.61
run:
  cap_violations: 0
  tool_warnings: 32
placed_design:
  dp.cells: 83
  dpl_cell_area_sq_um: 417
  port_buffers: 14
  dp_hpwl_um: 635
  globalplace.congestion: 0.793
sta:
  final.min_clock_period_ns: 4.75
  maxSlewViolCount: 0
  slew_headroom: 0.724
  max_freq_ghz: 0.211
  tightest_slew_ns: 0.414
  finalSetupViolations: 0
  fin_crit_sh: 0.969
  hold_viol: 0
  rsz0062_at_grt: "false"
## per-stage QoR
| step | worst slack (ns) | utilization | hold slack [ns] | TNS [ns] |
|---|---|---|---|---|
| 6_report | 0.152 | 0.132 | 2.92 | 0 |
| 5_1_grt | 0.0105 | 0.132 | 2.97 | 0 |
| 4_1_cts | 0.0210 | 0.122 | 3.10 | 0 |
| 3_5_place_dp | -0.0513 | 0.122 | 3.10 | -0.0513 |
| 3_3_place_gp | -0.0163 | 0.122 | 3.09 | -0.0163 |
| 2_1_floorplan | 1.06 | - | 2.09 | 0 |
## cell type report
| type | count | share of cell area |
|---|---|---|
| multi-input cells | 20 | 0.483 |
| well taps | 46 | 0.128 |
| repair buffers | 17 | 0.372 |
| inverters | 2 | 0.0167 |
## repair_timing
| action | 4_1_cts | 5_1_grt |
|---|---|---|
| hold buffers | 0 | 0 |
| hold endpoints to repair | 0 | 0 |
| pin swaps | 1 | 3 |
| setup endpoints to repair | 1 | 3 |
| setup buffers | 0 | 2 |
| gates resized | 0 | 6 |
## cell usage after synthesis
library cell	instances	area (sq um)
mux2i_1	1	10.0
o22ai_1	1	6.26
a21oi_1	3	15.0
and3_1	1	6.26
a31o_1	1	8.76
ha_1	4	50.1
o31ai_4	1	21.3
a2111oi_0	1	8.76
fa_1	2	40.0
xnor2_1	2	17.5
inv_1	2	7.51
nor2b_1	1	6.26
nand3_1	1	5.00
a21o_2	1	8.76
## per-layer routing
layer / share of wire / wire length (um) / vias to the layer above
met5: 0 / 0 / -
met4: 0 / 0 / 0
met3: 0.21 / 150 / 0
met2: 0.31 / 221 / 13
met1: 0.48 / 337 / 91
li1: - / - / 120
## power groups by stage
stage                 Combinational (W)  Sequential, W  Clock, W
after CTS                     0.0000720              0         0
after global routing          0.0000854              0         0
final                         0.0000754              0         0
## kinds of logic after synthesis
| logic type | after synthesis | share of synthesized area |
|---|---|---|
| fa+ha+maj | 6 | 0.426 |
| simple gates | 3 | 0.0829 |
| buf+inv | 2 | 0.0355 |
| mux | 1 | 0.0473 |
| xor+xnor | 2 | 0.0829 |
| compound gates | 8 | 0.325 |
## worst max path at each step
stage	to	slack, ns	cells past startpoint
4_1_cts	sum[2]	0.02	9
6_report	cout	0.15	9
5_1_grt	sum[3]	0.01	9
Power and IR drop assume default switching activity.
