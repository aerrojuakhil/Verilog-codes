**config.mk**
```make
export PLATFORM = sky130hd
export DESIGN_NAME = threebit_updown_count
export DESIGN_NICKNAME = threebit_updown_count
export VERILOG_FILES = /design/flow/design.v
export SDC_FILE = /design/flow/constraint.sdc
export NUM_CORES = 4
export LEC_CHECK = 1
export CORE_AREA = 10 10 70 70
export DIE_AREA = 0 0 80 80
```
**constraint.sdc**
```tcl
current_design threebit_updown_count

set clk_period 1.3
set clk_io_pct 0.2

create_clock -name clk0 -period $clk_period [get_ports {clk}]

set non_clock_inputs [all_inputs -no_clocks]
set_input_delay [expr $clk_period * $clk_io_pct] -clock clk0 $non_clock_inputs
set_output_delay [expr $clk_period * $clk_io_pct] -clock clk0 [all_outputs]
```
**design.v**
```verilog
module threebit_updown_count(count,mode,clk,rst);
   output reg [2:0]count=3'd0;
   input clk,rst,mode;
   always @(posedge clk or negedge rst)
   begin
      if(!rst)
      begin
         count=0;
      end
      else
      begin
         if(mode==1&&count<3'd7)
         count=count+1;
         else if(mode==1&&count==3'd7)
         count=3'd0;
         else if(mode==0&&count>3'd0)
         count=count-1;
         else
         count=3'd7;
         end
    end
endmodule
```
**run.sh**
```bash
#!/bin/bash
# OpenROAD 26Q1-2900-gdf79404cd8, Yosys 0.63+post, stock flow scripts
make -C /OpenROAD-flow-scripts/flow DESIGN_CONFIG=/design/flow/config.mk WORK_HOME=/design/flow/orfs finish
```
==> impl_metrics.yaml <==
# yosys + openroad results
worst_setup_path:
  worstPathCellList: "inv_2, ha_4, or3_4, a21oi_2, a21oi_2"
  start_kind: "register"
  arrival_ps: 1420
  critPathCaptureType: "register"
  required_ps: 1430
  cp_num_buf_inv: 1
  crit_slowest_cell: "dfrtp_1"
  path_common_cell: "a21oi_2"
  crit_fanout: 4
  path_class: "reg -> reg"
  critPathTopFamily: "flip-flops"
  slowest_delay_ps: 390
  critPathLaunch: "count[1]$_DFF_PN0_"
  r2r-start: "count[1]$_DFF_PN0_"
route:
  viasPerCell: 2.51
  drtPass1Iterations: 2
  wl_per_cell_um: 6.94
  antenna_left: 0
  num_vias: 208
  drc: 0
  routed_wirelength_um: 576
  first_iter_violations: 6
  antenna_cells: 0
power_and_ir_drop:
  power.leakage_nw: 0.173
  power_density_mw_per_mm2: 2210
  swShare: 0.375
  power_switching_uw: 345
  sequentialPowerShare: 0.209
  intPower_uw: 574
  ir_drop_v: 0.000253
  clkPwrFrac: 0.187
  combPwrFrac: 0.604
final_timing:
  rsz0062_at_grt: "yes"
  maxSlewViolCount: 0
  fin_skew_ps: 6.97
  max_freq_ghz: 0.772
  finalHoldViolCount: 0
  tightestPinTransition_ps: 265
  relSlewSlack: 0.820
  setup_violations: 0
  fin_setup_tns_ps: 0
  fin_crit_ps: 1300
  fin_crit_sh: 0.997
floorplan:
  fp.dieH_um: 80
  chip_area_mm2: 0.00640
  core-area_mm2: 0.00342
  core_util_floorplan: 0.0652
  io_pins: 6
  placementRows: 21
  die_w_um: 80
cts:
  cts_made_buffers: 3
  cts_buffer_depth: 2
  root_buffer: "clkbuf_4"
  clk_latency_ps: 240
  cts_tree: "yes"
  clock_sinks: 3
  htreeDepth: 1
  path_clk_slew_ps: 40
  ctsHoldBuffers: 0
job:
  max_cap_viol_count: 0
  tool_warnings: 29
layout:
  post-route-cell-area_um2: 417
  drive_gt1_frac: 0.459
  largest_reg_flops: 3
  syn_to_final_growth_pct: 87.1
global_route:
  antenna_found_initial: 0
  grt_first_pass_wirelength_um: 1000
  grt_pass1_vias: 242
  grt_usage: 0.0183
  overflow: 0
  grt_max_degree: 8
logic_synthesis:
  ys_ff: 3
  ys_warn_count: 1
  largest_area_cell: "dfrtp_1"
  synth_cell_type_count: 12
  syn_avg_cell_area_um2: 9.28
  top_cell_area_share: 0.337
  yosys_area_um2: 223
  ys_seq_frac: 0.337
  ys_cells: 24
  area_leaders: "dfrtp_1 (34%), ha_1 (22%), mux2i_1 (9.0%)"
  yosysMostFrequentCell: "ha_1"
  syn-cell-area_um2: 223
  synthCells: 24
  edf_count: 0
  synthFlopType: "dfrtp_1"
  ys_async_sr_fraction: 1.00
  synthTopCellsByCount: "ha_1 (4), a21oi_1 (3), dfrtp_1 (3), inv_1 (3), nand2_1 (3)"
min_path:
  hold_path.class: "in -> async"
placed_design:
  placed_area_um2: 338
  place_congestion: 0.822
  hpwl_um: 414
  io_buffers: 5
run_status:
  status: "finished, final reports clean"
==> area by class of cell <==
type                    instances  area (um^2)
clock buffers                   4         26.3
flip-flops and latches          3         76.3
repair buffers                  9         76.3
well taps                      46         57.6
multi-input cells              18          169
fillers                       395         3000
inverters                       3         11.3
==> worst paths after layout <==
kind | slack [ps] | cells past startpoint | endpoint
setup / recovery | 5 | 5 | count[2]$_DFF_PN0_
hold / removal | 190 | 1 | count[1]$_DFF_PN0_
setup reg to reg | 5 | 5 | count[2]$_DFF_PN0_
hold reg to reg | 680 | 2 | count[0]$_DFF_PN0_
max in group asynchronous | 960 | 1 | count[2]$_DFF_PN0_
min in group clk0 | 680 | 2 | count[0]$_DFF_PN0_
==> cells in the final DEF (no fill, tap or decap) <==
master           n
or3_4            1
buf_4            4
nor2_1           1
clkdlybuf4s50_1  2
nand2_1          3
a21oi_1          1
o311ai_1         1
inv_2            2
dlygate4sd2_1    3
and2b_2          1
mux2i_1          2
ha_2             1
ha_4             1
clkbuf_1         1
clkbuf_4         3
a21oi_2          2
ha_1             2
dfrtp_2          1
dfrtp_1          2
nand3_1          1
inv_1            1
nor3b_2          1
==> per-stage QoR <==
step | hold WS [ps] | power [mW] | std cells | setup slack [ps] | utilization
after detailed placement | 451 | 0.606 | 76 | -75.6 | 0.0989
after global placement | 445 | 0.590 | 76 | -36.9 | 0.0989
after floorplan | -35.6 | 0.439 | 24 | 66.3 | -
after CTS | 194 | 0.864 | 82 | -2.19 | 0.116
final | 194 | 0.919 | 83 | 4.51 | 0.122
after global routing | 194 | 1.02 | 83 | -39.7 | 0.122
==> cell families after synthesis <==
family | synth area share
and+or+nand+nor | 0.191
DFF | 0.337
AOI/OAI and AO/OA | 0.107
adders and majority gates | 0.225
buffers and inverters | 0.0506
muxes | 0.0899
==> per-layer routing <==
| layer | vias to the layer above | track usage | part of all wire |
|---|---|---|---|
| met1 | 94 | 0.0173 | 0.39 |
| met5 | - | 0 | 0 |
| met4 | 0 | 0.00880 | 0.017 |
| met2 | 4 | 0.0369 | 0.58 |
| met3 | 2 | 0.00227 | 0.017 |
| li1 | 108 | - | - |
==> timing repair <==
| item | 4_1_cts | 5_1_grt |
|---|---|---|
| setup buffers | 2 | 1 |
| setup endpoints to repair | 5 | 3 |
| cloned | 0 | 0 |
| pin swaps | 0 | 1 |
| resized | 11 | 3 |
==> power groups by stage <==
stage | Sequential (mW) | Clock (mW) | Combinational, mW
4_1_cts | 0.194 | 0.176 | 0.493
5_1_grt | 0.200 | 0.193 | 0.626
6_report | 0.192 | 0.172 | 0.556
Power and IR drop assume default switching activity.
