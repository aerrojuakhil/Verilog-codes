`design/flow/config.mk`:
```
export PLATFORM = sky130hd
export DESIGN_NAME = foubit_adder_subtractor
export DESIGN_NICKNAME = foubit_adder_subtractor
export VERILOG_FILES = /design/flow/design.v
export SDC_FILE = /design/flow/constraint.sdc
export NUM_CORES = 4
export LEC_CHECK = 1
export CORE_AREA = 10 10 70 70
export DIE_AREA = 0 0 80 80
```
`design/flow/constraint.sdc`:
```
current_design foubit_adder_subtractor

set clk_period 2.9
set clk_io_pct 0.2

create_clock -name clk0 -period $clk_period

set non_clock_inputs [all_inputs -no_clocks]
set_input_delay [expr $clk_period * $clk_io_pct] -clock clk0 $non_clock_inputs
set_output_delay [expr $clk_period * $clk_io_pct] -clock clk0 [all_outputs]
```
`design/flow/design.v`:
```
module foubit_adder_subtractor(s,c,a,b,cin);
    input [3:0]a,b,cin;
    output [3:0]s;
    output c;
    wire w1,w2,w3;
    fulladder u1(s[0],w1,a[0],b[0],cin);
    fulladder u2(s[1],w2,a[1],b[1],w1);
    fulladder u3(s[2],w3,a[2],b[2],w2);
    fulladder u4(s[3],c,a[3],b[3],w3);
endmodule
module fulladder(sum,cout,a,b,cin);
    input a,b,cin;
    output sum,cout;
    assign sum = a^b^cin;
    assign cout = (a&b)|(b&cin)|(a&cin);
endmodule
```
`design/flow/run.sh`:
```
#!/bin/bash
# OpenROAD 26Q1-2900-gdf79404cd8, Yosys 0.63+post, stock flow scripts
make -C /OpenROAD-flow-scripts/flow DESIGN_CONFIG=/design/flow/config.mk WORK_HOME=/design/flow/orfs finish
```
==> run summary <==
Physical design

Per STA, the worst path accumulates the most delay in the family adder cells. The report lists the cells along the critical path as buf_6, inv_2, fa_2, inv_2, fa_2, fa_2, inv_2, fa_1, inv_1, buf_2. Post-CTS timing repair inserted 0 buffers for setup. For this run, the register share of the synthesized area comes to 0%.

In the final layout, flip-flops and latches occupy 0 sq um. The violation count after the first detailed-route iteration stands at 0. The synthesis report lists the Yosys warning total as 1. The worst slack on hold paths stands at 1.90 ns. The total die area stands at 6400 sq um. Detailed placement finished with a half-perimeter wire length of 375 microns. Port buffering added 14 buffers. The number of different library cells in the post-synthesis netlist stands at 3. The total grt overflow stands at 0.

The count of final hold-check violations stands at 0. The number of buffers and inverters on the critical path stands at 6. Per the post-synthesis stats, the area per cell is 8.20 sq um. The final instance count without filler cells stands at 74. The critical-path maximum fanout stands at 1.

STA classifies the critical path endpoint as an output port. STA classifies the critical path startpoint as an input pin. The count of clock buffers in the final design stands at 0. The data arrival time of the critical path stands at 2.23 ns. Global routing consumed, over all layers together, 1.09% of the routing resources. The number of core rows stands at 21. The routed design shows a wire length per standard cell of 5.36 microns. The type recorded for the worst min-delay path is input pin to output port. The core outline area stands at 3420 sq um. Once routing completed, OpenROAD measured the worst setup slack at 0.0931 ns. The starting density of the core stands at 4.32%. The via count stands at 122. The utilization after layout stands at 9.38%. In the setup report, the worst path falls into the class input pin to output port. The critical path endpoint has a required time of 2.32 ns. The DRC violation total left in the routed layout is recorded as 0. The post-synthesis instance total stands at 18. The initial antenna violation count was 0.

Counting I/O delays and the setup requirement, the final critical path takes 2.81 ns. 17 I/O pins were placed. By area the synthesized netlist is led by sky130_fd_sc_hd__fa_1 (54%), sky130_fd_sc_hd__inv_1 (25%), sky130_fd_sc_hd__buf_4 (20%). The number of routed nets with antenna violations stands at 0. Setup repair after global routing left no endpoint under its margin. By instance count after routing, the leading logic cell type is sky130_fd_sc_hd__clkdlybuf4s50_1.

The via count of the first global-routing pass is 122. The area growth from synthesis to layout is 117%. The number of warnings reported in the stage logs is 35. Entering global routing, the biggest net connects 2 pins.

The netlist area before placement stands at 148 sq um. The final-report max-slew violation count stands at 0. For this run, the detailed router's first-pass iteration total came to 1. Summed over all instances, the cell type with the most area after synthesis is sky130_fd_sc_hd__fa_1. The number of maximum-capacitance violations recorded for the run is 0. The wire length after detailed routing stands at 397 microns. The maximum achievable frequency stands at 356 MHz.

The peak supply drop stands at 33.0 uV. In the synthesis report, Yosys lists the chip area as 148 sq um. The post-cts hold buffer count stands at 0. The first global-routing pass estimated 545 microns of wire. Per the cell usage report, the commonest logic cells after layout are sky130_fd_sc_hd__clkdlybuf4s50_1 (6), sky130_fd_sc_hd__inv_1 (5), sky130_fd_sc_hd__inv_2 (4). The final design area excluding fillers stands at 320 sq um. In the final layout, the fill cell count is 401. The relative slew slack stands at 93.1%. The antenna diode count stands at 0.

The top cell type's share of synthesized area stands at 54.2%. The die boundary height stands at 80 microns. Per STA, the highest per-stage delay on the worst path measures 0.39 ns.

The ratio of cells with drive above 1 in the final layout stands at 42.9%. After its last routability iteration, the placer logged a weighted congestion of 0.758. After detailed placement, the total cell area comes to 315 sq um. OpenROAD reports that the post-layout worst path occupies 96.8% of the period. The post-synthesis cell count from yosys stands at 18. The static leakage stands at 0.141 nW.

There are 0 flip-flops and latches. The slowest stage of the critical path belongs to the cell sky130_fd_sc_hd__fa_1. Per the placement report, the placed cell count is 74.

The run finished with clean final reports. The transition time of the tightest slew-check pin stands at 0.105 ns. The horizontal die dimension stands at 80 microns. For this design the ratio of total power to cell area is 144 nW/um^2. The number of setup violations in the final report stands at 0. The post-placement setup slack stands at -0.732 ns.

Using the TritonRoute via totals, the vias-per-cell ratio works out to 1.65.
-- where the power goes --
part	leakage, nW	switching (mW)	total, mW	internal [mW]
Sequential	0	0	0	0
Clock	0	0	0	0
Combinational	0.141	0.0154	0.0460	0.0306
-- synth_stat cells --
library cell and number:
sky130_fd_sc_hd__fa_1 4, sky130_fd_sc_hd__inv_1 10, sky130_fd_sc_hd__buf_4 4
-- metal layers --
metal | share of wire [%] | vias to the layer above | global-route usage (%) | wire [microns]
met1 | 55 | 48 | 2.01 | 217
li1 | - | 60 | - | -
met3 | 27 | 0 | 0.909 | 109
met2 | 17 | 14 | 0.722 | 69
met5 | 0 | - | 0 | 0
met4 | 0 | 0 | 0 | 0
-- final cells by class --
type / instances / area, sq um / area share [%]
Multi-Input combinational cell: 4 / 87.6 / 27.3
Inverter: 10 / 40.0 / 12.5
Timing Repair Buffer: 14 / 135 / 42.2
Tap cell: 46 / 57.6 / 18.0
-- final timing paths --
kind              startpoint   end  slack (ns)  depth (start not counted)
setup / recovery        b[0]  s[3]        0.09                         10
hold / removal        cin[0]  s[0]        1.90                          5
-- stage by stage --
stage | TNS (ns) | total power, mW
2_1_floorplan | 0 | 0.0237
3_3_place_gp | -1.67 | 0.0499
3_5_place_dp | -1.70 | 0.0498
4_1_cts | 0 | 0.0459
5_1_grt | 0 | 0.0536
6_report | 0 | 0.0460
-- logic make-up (layout without fill, tap and decap cells) --
logic type                 count (synthesis)  count (layout)  synth area share (%)
buffers and inverters                     14              24                  45.8
adders and majority gates                  4               4                  54.2
-- what timing repair did --
action,in CTS,in global routing
gates resized,29,2
cloned,0,0
pin swaps,4,4
setup endpoints to repair,4,1
Power is estimated from default activity; no workload was simulated.
